[flow/design.v]
module uart_rx_dynamic(
    input wire clk,                  
    input wire rst,                
    input wire rx,
    input wire [31:0] baud_rate,                       
    output reg [7:0] rx_data,            
    output reg rx_ready                  
);
    parameter clk_frq = 100000000;
    localparam IDLE   = 3'b000;
    localparam START  = 3'b001;
    localparam DATA   = 3'b010;
    localparam STOP   = 3'b011;
    reg [2:0] state;                     
    reg [3:0] bit_index;                 
    reg [7:0] shift_reg;                 
    reg [15:0] baud_counter;             
    reg [31:0] baud_tick_count;
    reg [31:0] prev_baud_rate;
      always @(posedge clk or posedge rst) begin
            if (rst) begin
                baud_tick_count <= clk_frq / 9600;   
                prev_baud_rate <= 9600;
            end else if (baud_rate != prev_baud_rate && state == IDLE) begin
                baud_tick_count <= clk_frq / baud_rate;
                prev_baud_rate <= baud_rate;
            end
      end
    always @(posedge clk or posedge rst) begin
        if (rst) begin
            state <= IDLE;
            rx_data <= 8'b0;
            bit_index <= 4'b0;
            rx_ready <= 1'b0;
            shift_reg <= 8'b0;
            baud_counter <= 16'd0;
        end else begin
            case (state)
                IDLE: begin
                    rx_ready <= 1'b0;         
                    baud_counter <= 16'd0;    
                    if (rx == 1'b0) begin     
                        state <= START;
                    end
                end
                START: begin
                    if (baud_counter == baud_tick_count / 2) begin  
                        if (rx == 1'b0) begin  
                            state <= DATA;
                            bit_index <= 4'b0;   
                            baud_counter <= 16'd0;
                        end else begin
                            state <= IDLE;       
                        end
                    end else begin
                        baud_counter <= baud_counter + 1;
                    end
                end
                DATA: begin
                    if (baud_counter == baud_tick_count - 1) begin
                        baud_counter <= 16'd0;
                        shift_reg <= {rx, shift_reg[7:1]};   
                        if (bit_index == 7) begin
                            state <= STOP;       
                        end else begin
                            bit_index <= bit_index + 1;
                        end
                    end else begin
                        baud_counter <= baud_counter + 1;
                    end
                end
                STOP: begin
                    if (baud_counter == baud_tick_count - 1) begin
                        baud_counter <= 16'd0;
                        if (rx == 1'b1) begin   
                            rx_data <= shift_reg;  
                            rx_ready <= 1'b1;      
                        end
                        state <= IDLE;           
                    end else begin
                        baud_counter <= baud_counter + 1;
                    end
                end
                default: state <= IDLE;
            endcase
        end
    end
endmodule
module uart_top_dynamic(
    input wire clk,
    input wire rst,
    input wire rx,
    input wire [31:0] baud_rate,
    output wire [7:0] rx_data,
    output wire rx_ready,
    output wire tx,
    output reg [7:0] led_output
);
    wire tx_busy;
    reg tx_start_int;
    uart_tx_dynamic tx_inst (
        .clk(clk),
        .rst(rst),
        .tx_start(tx_start_int),
        .baud_rate(baud_rate),
        .tx_data(rx_data),
        .Tx(tx),
        .tx_busy(tx_busy)
    );
    uart_rx_dynamic rx_inst (
        .clk(clk),
        .rst(rst),
        .rx(rx),
        .baud_rate(baud_rate),
        .rx_data(rx_data),
        .rx_ready(rx_ready)
    );
    always @(posedge clk or posedge rst) begin
        if (rst) begin
            led_output <= 8'b0;
            tx_start_int <= 1'b0;
        end else begin
            if (rx_ready) begin
                led_output <= rx_data;   
                if (!tx_busy) begin
                    tx_start_int <= 1'b1;   
                end
            end else begin
                tx_start_int <= 1'b0;   
            end
        end
    end
endmodule
module uart_tx_dynamic(
    input clk,
    input rst,
    input tx_start,
    input wire [31:0] baud_rate,
    input [7:0] tx_data,
    output reg Tx,
    output reg tx_busy     
);
    parameter clk_frq = 100000000;     
    localparam IDLE  = 3'b000;
    localparam START = 3'b001;
    localparam DATA  = 3'b010;
    localparam STOP  = 3'b011;
    reg [2:0] state;                
    reg [15:0] baud_count;          
    reg [3:0] bit_index;            
    reg [7:0] shift_reg;            
    reg [31:0] baud_tick_count;
    reg [31:0] prev_baud_rate;
    always @(posedge clk or posedge rst) begin
        if (rst) begin
            baud_tick_count <= clk_frq / 9600;   
            prev_baud_rate <= 9600;
        end else if (baud_rate != prev_baud_rate && state == IDLE) begin
            baud_tick_count <= clk_frq / baud_rate;
            prev_baud_rate <= baud_rate;
        end
    end
    always @(posedge clk or posedge rst) begin
        if (rst) begin
            state <= IDLE;
            baud_count <= 16'b0;
            bit_index <= 4'b0;
            shift_reg <= 8'b0;
            Tx <= 1'b1;             
            tx_busy <= 1'b0;
        end else begin
            case (state)
                IDLE: begin
                    Tx <= 1'b1;      
                    tx_busy <= 1'b0;
                    if (tx_start) begin
                        shift_reg <= tx_data;    
                        baud_count <= 16'b0;     
                        bit_index <= 4'b0;
                        tx_busy <= 1'b1;
                        state <= START;         
                    end
                end
                START: begin
                    Tx <= 1'b0;      
                    if (baud_count < baud_tick_count - 1) begin
                        baud_count <= baud_count + 1;
                    end else begin
                        baud_count <= 0;
                        state <= DATA;          
                    end
                end
                DATA: begin
                    Tx <= shift_reg[0];          
                    if (baud_count < baud_tick_count - 1) begin
                        baud_count <= baud_count + 1;
                    end else begin
                        baud_count <= 0;
                        shift_reg <= shift_reg >> 1;   
                        bit_index <= bit_index + 1;
                        if (bit_index == 7) begin
                            state <= STOP;        
                        end
                    end
                end
                STOP: begin
                    Tx <= 1'b1;                  
                    if (baud_count < baud_tick_count - 1) begin
                        baud_count <= baud_count + 1;
                    end else begin
                        baud_count <= 0;
                        state <= IDLE;           
                        tx_busy <= 1'b0;         
                    end
                end
                default: state <= IDLE;
            endcase
        end
    end
endmodule
[flow/run.sh]
#!/bin/bash
# OpenROAD 26Q1-2900-gdf79404cd8, Yosys 0.63+post, stock flow scripts
make -C /OpenROAD-flow-scripts/flow DESIGN_CONFIG=/design/flow/config.mk WORK_HOME=/design/flow/orfs finish
[flow/config.mk]
export PLATFORM = sky130hd
export DESIGN_NAME = uart_top_dynamic
export DESIGN_NICKNAME = uart_top_dynamic
export VERILOG_FILES = /design/flow/design.v
export SDC_FILE = /design/flow/constraint.sdc
export NUM_CORES = 4
export LEC_CHECK = 1
export CORE_UTILIZATION = 40
[flow/constraint.sdc]
current_design uart_top_dynamic

set clk_period 10.9
set clk_io_pct 0.2

create_clock -name clk0 -period $clk_period [get_ports {clk}]

set non_clock_inputs [all_inputs -no_clocks]
set_input_delay [expr $clk_period * $clk_io_pct] -clock clk0 $non_clock_inputs
set_output_delay [expr $clk_period * $clk_io_pct] -clock clk0 [all_outputs]
==> ci_impl_report.md <==
## Synthesis and layout report

| Metric | Value |
|---|---|
| Slew margin rel. | 0.3380 |
| Slew Limit Fails | 0 |
| Unrepaired setup endpoints after global routing | yes |
| Flop area | 0.005331 mm^2 |
| Tightest Pin Transition | 968.0 ps |
| All-Layer GR Usage | 0.3884 |
| CP most frequent cell | buf_4 |
| Fraction of layout instances using a drive strength above 1 | 0.4548 |
| Max Root-Sink Buffers | 3 |
| Final critical-path share of the clock period | 5.283 |
| Setup TNS | -1083690 ps |
| Chip height | 331.3 um |
| Share of the synthesized area in the top cell type | 0.1488 |
| R2r startpoint | tx_inst.baud_tick_count[2] |
| Clock-pin slew on the worst setup and hold paths | 70 ps |
| Final hold viol count | 0 |
| Minimum clock period | 57580 ps |
| Syn avg cell area | 7.214 um^2 |
| Hold Buf Count CTS | 0 |
| Peak VDD IR | 0.09648 mV |
| FF-to-FF End | tx_inst.baud_count[11] |
| Delay-heaviest family, CP | AND-OR/OR-AND gates |
| Largest stage delay, worst path | 610 ps |
| Place WS | -51060 ps |
| Initial antenna violation count | 8 |
| Final setup violation count | 48 |
| Status | complete, but fails checks |
| Top cells by area | ha_1, dfrtp_1, nand2_1 |
| CP endpoint | tx_inst.baud_tick_count[0] |
| # Cells Yosys | 6013 |
| Comb area | 0.04271 mm^2 |
| GRT overflow | 0 |
| Sink Count | 212 |
| Worst path bufs/invs | 52 |
| Dominant Register Cell | dfrtp_1 |
| Category of the critical setup timing path | input pin to flip-flop |
| Max Clock Freq | 0.01737 GHz |
| Via count | 59053 |
| Post-Syn Instances | 6013 |
| Worst min path class | flip-flop to flip-flop |
| Latency at later pin | 540 ps |
| FF-to-FF path depth | 16 |
| Critical path origin | baud_rate[17] |
| Gpl congestion | 1.116 |
| Top cells by count | nand2_1, nor2_1, ha_1 |
| Number of warnings in the stage logs | 31 |
| First-pass GRT wire length | 323.1 mm |
| # IOs | 53 |
| Number of global-route vias before repair | 54132 |
| WP data required | 11370 ps |
| Final ANT Viol Nets | 0 |
| Reg2reg setup slack | 6520 ps |
| DRT Wirelength | 221.8 mm |
| Startpoint Class | input pin |
| DRT iter0 DRCs | 5032 |
| Crit Path Max Fanout | 16 |
| Post-synth EDFFs | 0 |
| Routed vias/inst | 5.853 |
| CTS tree | built |
| Die width | 331.3 um |
| Failing checks | setup timing |
| # DRC | 0 |
| Share of flip-flops with an asynchronous set or reset | 1.000 |
| Worst path depth | 293 |
| Biggest area consumer among synthesized cells | ha_1 |
| Port Buffers | 52 |
| Inserted Clock Buffers | 24 |
| Yosys Warn Count | 3 |
| Yosys reg bits | 212 |
| CTS Root Cell | clkbuf_16 |
| PwrDens | 48.29 mW/mm^2 |
| WP data arrival | 58050 ps |
| HPWL after DPL | 172.7 mm |
| Number of fill cells in the layout | 8001 |
| CP endpoint kind | flip-flop |
| Post-synth seq share | 0.1229 |
| Leak pwr | 0.03526 uW |
| Number of library cell types mapped by synthesis | 101 |
| Row count | 120 |
| Clock skew | 25.52 ps |
| Synthesized area | 0.04338 mm^2 |
| P&R area growth vs syn | 71.05% |
| Critical Path Slowest Stage Cell | clkdlybuf4s50_1 |
| Largest net degree at the start of global routing | 125 |
| Yosys stat area | 0.04338 mm^2 |
| Pre-Place Util | 0.4041 |
| WL per Instance | 21.98 um |
| Core ar. | 0.1074 mm^2 |
| DRT Pass-1 Iters | 6 |
| Max-cap viol count | 0 |
| Setup WS post-layout | -46680 ps |
| Most common cell in the netlist | nand2_1 |
| H-Tree Depth | 1 |
| Die area | 0.1098 mm^2 |
[worst min-delay path, stage by stage, from the launching register on]
cell     delay (ps)
dfrtp_1         340
nand2_1          40
o21ai_0          60
[final cells by class]
class,instances,share of cell area
multi-input cells,5375,0.5756
clock inverters,13,0.002681
diodes,4,0.0001349
clock buffers,31,0.008987
flip-flops and latches,212,0.07185
well taps,1403,0.02366
repair buffers,2859,0.3072
inverters,192,0.009915
[per-stage QoR]
stage	cell area, um^2	instances	utilization	hold WS [ps]	total power [uW]
after global routing	74200	10087	0.6912	504.3	3777
after floorplan	46330	6013	-	442.1	1803
after global placement	65300	9674	0.6082	460.9	2521
final	74200	10089	0.6912	477.1	3583
after CTS	69960	9899	0.6517	478.3	3477
after detailed placement	65300	9674	0.6082	464.2	2534
[worst min-delay path by stage]
stage,startpoint,end,slack (ps),depth (start not counted)
after CTS,tx_inst.baud_tick_count[24],tx_inst.baud_tick_count[24],480,2
after global routing,tx_inst.baud_tick_count[4],tx_inst.baud_tick_count[4],500,2
final,tx_inst.baud_tick_count[24],tx_inst.baud_tick_count[24],480,2
[layout by cell type, fill, tap and decap left out, drive strengths merged, types with 31 or more instances in the layout]
| cell type | instances |
|---|---|
| xor2 | 214 |
| nor2b | 44 |
| a211oi | 87 |
| o21bai | 47 |
| o211ai | 84 |
| o31ai | 78 |
| nor4 | 71 |
| nand2 | 669 |
| a2111oi | 31 |
| a21boi | 36 |
| nor2 | 528 |
| and3 | 69 |
| dfrtp | 191 |
| mux2i | 53 |
| nand3 | 157 |
| a21o | 195 |
| o21ai | 506 |
| nand2b | 99 |
| ha | 516 |
| o21a | 157 |
| clkbuf | 43 |
| xnor2 | 256 |
| inv | 194 |
| buf | 2806 |
| mux2 | 104 |
| a21oi | 450 |
| or2 | 44 |
| or3 | 55 |
| nand4 | 58 |
| and2 | 54 |
| nor3 | 146 |
| a31oi | 104 |
[power by group]
group,internal (uW),leakage [uW],switching [uW],total (uW)
clock network,533,0.000424,336,869
registers,864,0.00282,67.2,931
logic,853,0.0320,930,1780
total,2250,0.0353,1330,3580
[cell families (layout without fill, tap and decap cells)]
logic type / Yosys count / count (layout) / share of synthesized area
and+or+nand+nor: 2089 / 2093 / 0.2292
muxes: 157 / 157 / 0.03923
buffers and inverters: 431 / 3095 / 0.03781
adders and majority gates: 516 / 516 / 0.1488
DFF: 212 / 212 / 0.1229
xor gates and xnor gates: 470 / 470 / 0.09489
AOI/OAI and AO/OA: 2137 / 2138 / 0.3271
other: 1 / 5 / 0.00008644
[what timing repair did]
action	4_1_cts	5_1_grt
pin swaps	180	316
endpoints found under the setup margin	50	50
buffers inserted	177	192
gates resized	530	618
gates cloned	7	10
[metal layers]
| metal | up-vias | wire (um) | share of wire | track usage |
|---|---|---|---|---|
| met4 | 8 | 13610 | 0.061 | 0.1740 |
| met3 | 669 | 22800 | 0.10 | 0.08658 |
| li1 | 27927 | - | - | - |
| met1 | 27694 | 93250 | 0.42 | 0.5360 |
| met5 | - | 75 | 0.00034 | 0 |
| met2 | 2755 | 92020 | 0.41 | 0.5827 |
Power is estimated from default activity; no workload was simulated.
